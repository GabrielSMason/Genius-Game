[/design/flow/design.v]
module fsm_clock
(
	clk_i,
	r_i,
	c025_o,
	c05_o,
	c1_o,
	c2_o
);
localparam integer DIV_025 = 199_999_999;
localparam integer DIV_05 = 99_999_999;
localparam integer DIV_1 = 49_999_999;
localparam integer DIV_2 = 24_999_999;
input wire clk_i,r_i;
output reg c025_o,c05_o,c1_o,c2_o;
reg [31:0]contador_025=0;
reg [31:0]contador_05=0;
reg [31:0]contador_1=0;
reg [31:0]contador_2=0;
always @(posedge clk_i or posedge r_i)begin
	if(r_i == 1'b1)begin
		contador_025 <=0;
		contador_05  <=0;
		contador_1 	 <=0;
		contador_2	 <=0;
		c025_o		 <=0; 
		c05_o			 <=0;
		c1_o         <=0;
		c2_o         <=0;
	end
	else begin
		contador_025 <= contador_025 + 1;
		contador_05 <= contador_05 + 1;
		contador_1 <= contador_1 + 1;	
		contador_2 <= contador_2 + 1;
		if(DIV_025 == contador_025)begin
				contador_025 <= 0;
				c025_o <= ~c025_o;
		end 
		if(DIV_05 == contador_05)begin
				contador_05 <= 0;
				c05_o <= ~c05_o;
		end 
		if(DIV_1 == contador_1)begin
				contador_1 <= 0;
				c1_o <= ~c1_o;
		end 
		if(DIV_2 == contador_2)begin
				contador_2 <= 0;
				c2_o <= ~c2_o;
		end 
	end
end
endmodule
[/design/flow/run.sh]
#!/bin/bash
# OpenROAD 26Q1-2900-gdf79404cd8, Yosys 0.63+post, stock flow scripts
make -C /OpenROAD-flow-scripts/flow DESIGN_CONFIG=/design/flow/config.mk WORK_HOME=/design/flow/orfs finish
[/design/flow/config.mk]
export PLATFORM = sky130hd
export DESIGN_NAME = fsm_clock
export DESIGN_NICKNAME = fsm_clock
export VERILOG_FILES = /design/flow/design.v
export SDC_FILE = /design/flow/constraint.sdc
export NUM_CORES = 4
export LEC_CHECK = 1
export CORE_UTILIZATION = 50
[/design/flow/constraint.sdc]
current_design fsm_clock

set clk_period 4.1
set clk_io_pct 0.2

create_clock -name clk0 -period $clk_period [get_ports {clk_i}]

set non_clock_inputs [all_inputs -no_clocks]
set_input_delay [expr $clk_period * $clk_io_pct] -clock clk0 $non_clock_inputs
set_output_delay [expr $clk_period * $clk_io_pct] -clock clk0 [all_outputs]
==> datasheet_impl.txt <==
Physical implementation characteristics

Parameter                              Value

Status
  Outcome    finished clean

Clock network
  CTS tree    done
  Number of setup buffers added after CTS    0
  Clock root buffer    clkbuf_16
  Worst-skew pair later-pin latency    410 ps
  Clock transition time at the flip-flop clock pins of the worst setup and hold paths    50 ps
  Clock sinks    132
  H-tree depth reported by CTS    4
  Quantity of hold-fixing buffers added after cts    0
  Buffers from clock root to sink, at most    2
  Number of gates resized after cts    0
  TritonCTS buffer count    17

Setup path
  Beginning of the critical path    contador_1[0]
  Worst path cell trace    ha_1 -> and4_1 -> nand2_1 -> nor4_4 -> xor2_1
  Worst-path maximum fanout    17
  Required time of the critical path    4350 ps
  Worst r2r src    contador_1[0]
  CP Buf/Inv Count    0
  Top delay family on crit path    simple AND/OR/NAND/NOR gates
  Worst path slowest cell    nor4_4
  Kind of start point of the critical path    flop
  Reg2reg setup slack    1930 ps
  Endpoint class of the critical path    flop
  Signal arrival time at the worst endpoint    2420 ps
  Worst Path Class, Setup    flop to flop
  Highest cell delay on the worst timing path    820 ps

Timing
  Final tally of hold violations    0
  Unrepaired setup endpoints after global routing    false
  Max-slew headroom    37.9%
  Max Clk Rate    0.461 GHz
  Fin Hold WS    459 ps
  Final Setup Violations    0
  Setup TNS after final layout    0 ps
  Final clock period utilization by the worst path    52.9%
  Final setup skew    5.21 ps
  Clock period minus worst slack    2170 ps
  Worst Setup Slack, final    1930 ps
  Slew at the pin closest to its max-slew limit    925 ps
  Final Max-Slew Violation Tally    0

Synthesis
  Synthesized instance count    623
  Asr flop ratio synth    100%
  Total standard cell area after synthesis    6360 sq um
  Most used flip-flop cell    dfrtp_1
  Synth mux share    0%
  Synth cell types    44
  And-or/or-and share of the synthesized area    1.99%
  AND/OR/NAND/NOR Cells, Area Fraction    28.2%
  Top non-seq family    simple AND/OR/NAND/NOR gates
  Sequential-to-total area share from yosys stat    51.9%
  Adder Area Share    0.787%
  Number of enable-type register cells in the synthesized netlist    0
  Area figure in the yosys stat output    6360 sq um
  Mean instance size in the synthesized netlist    10.2 sq um
  Number of synthesis warnings    1
  Cell total in the yosys stat output    623
  #FFs+latches synth    132
  Xor-xnor portion of the synthesized cell area    15.3%

Detailed routing
  First-pass detailed-route iteration total    4
  Routed Antenna Nets    0
  Number of violations reported at the end of detailed-routing iteration 0    245
  Wire length per cell    13.5 um
  Antenna cells    0
  Count of unresolved DRC violations after routing    0
  Total detailed-routing wirelength    11.1 mm
  Vias post-DR    4420
  Avg Vias per Cell    5.38

Power and ir drop
  Maximum vdd ir drop    0.000311 V
  Internal cell power    2230 uW
  Combinational share of power    1.0%
  Register share of total power    46.9%
  Clk pwr share    52.1%
  Power spent charging and discharging nets    554 uW
  Sum of internal, switching and leakage power    2780 uW
  Switching fraction of total power    19.9%
  Leakage dissipation    0.00319 uW
  Pwr/cell area    387 nW/um^2

Final layout
  Utilization after layout    58.8%
  Count of fill cells added during filler insertion    1017
  Layout cell share with drive strength beyond 1    8.12%
  Top library cells by usage in the layout, fill and taps aside    dfrtp_1, nor2_1, xnor2_1
  Dominant logic cell type in the layout    dfrtp_1
  Area Growth Syn to Fin    13.0%

Die
  Placeable core area    12200 sq um
  FP Core Util    52.1%
  Chip width    115 um
  Chip area    13200 sq um
  I/O pin total    6
  Vertical die dimension    115 um
  Rows    40

Placement
  Global placement routability congestion    0.830
  Number of buffer cells added on primary ports    5
  Setup slack at placement    1850 ps
  DPL Wire Length    7.32 mm

Min path
  Class of the worst hold path    flop to flop
  HP Start    contador_05[0]

Global route
  Pin count of the biggest net entering global routing    67
  Vias in the first global route    4187
  First-pass GRT wire length    19.7 mm
  Initial antenna violation count    0
  Remaining Overflow, GRT    0
  GR Util All Layers    19.4%

Job
  Max-Cap Viols    0
  Tool Warnings    25
==> cell type report <==
cell class / count / area (sq um) / area share (%)
timing repair buffer: 9 / 92.6 / 1.29
clock inverter: 10 / 106 / 1.48
inverter: 16 / 63.8 / 0.888
multi-input combinational: 464 / 2940 / 41.0
sequential: 132 / 3300 / 46.0
clock buffer: 22 / 464 / 6.46
tap: 168 / 210 / 2.93
==> cell usage after synthesis, types with 2 or more instances <==
cell      number  area [sq um]
a21oi_1        9          45.0
a31oi_1        4          25.0
and2_1         9          56.3
and3_1        14          87.6
and3_2         2          15.0
and4_1        12           105
buf_2          5          25.0
clkbuf_1       5          18.8
dfrtp_1      132          3300
ha_1           4          50.1
inv_1         16          60.1
nand2_1       49           184
nand3_1       55           275
nand4_1       34           213
nand4_2        3          37.5
nor2_1        78           293
nor2b_1        4          25.0
nor3_1        19          95.1
nor3_2         2          20.0
nor4_1        19           119
nor4b_1        4          35.0
nor4bb_1       2          20.0
o21ai_0        5          25.0
or2_2          3          18.8
or3_1          6          37.5
xnor2_1       66           578
xor2_1        45           394
==> worst register-to-register path, cell delays in order (launching register included) <==
cell and delay (ps):
dfrtp_1 390, ha_1 220, and4_1 330, nand2_1 120, nor4_4 820, xor2_1 130
==> per-stage QoR <==
| stage | cell area, sq um | instances |
|---|---|---|
| after floorplan | 6360 | 623 |
| after global placement | 6610 | 789 |
| after detailed placement | 6610 | 789 |
| after CTS | 7180 | 821 |
| after global routing | 7180 | 821 |
| final | 7180 | 821 |
==> power by group through the flow <==
stage / clock (uW) / combinational, uW / sequential [uW]
6_report: 1450 / 28.0 / 1300
5_1_grt: 1540 / 33.7 / 1300
4_1_cts: 1480 / 30.5 / 1300
==> layer usage <==
metal  track usage (%)  vias up  wire length, um
met5                 0        -                0
met4              1.99        0              114
met3              4.45        9              344
met2              27.8       43             4890
met1              32.9     2152             5750
li1                  -     2216                -
==> state kept, by name, summed over array words and instances, names as in the netlist <==
| signal | count |
|---|---|
| contador_2 | 32 |
| c05_o | 1 |
| c2_o | 1 |
| contador_05 | 32 |
| c1_o | 1 |
| contador_1 | 32 |
| contador_025 | 32 |
| c025_o | 1 |
==> path summary, 6_finish.rpt <==
check	end	depth (start not counted)
setup / recovery	c1_o	5
hold / removal	contador_05[0]	1
setup reg to reg	c1_o	5
hold reg to reg	contador_05[0]	1
max in group asynchronous	contador_025[30]	3
min in group asynchronous	contador_05[4]	2
==> cell families after synthesis <==
group | count (synthesis)
buffers and inverters | 27
XOR/XNOR | 111
flip-flops | 132
AND/OR/NAND/NOR | 327
adder cells (fa/ha/maj) | 4
AND-OR/OR-AND | 22
Power and IR drop assume default switching activity.
