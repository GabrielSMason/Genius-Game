==> /design/flow/design.v <==
module reg_user
(
	clk_i,
	r_i,
	e_i,
	data_i,
	q_o
);
localparam N = 64;
input clk_i,r_i,e_i;
input [N-1:0]data_i;
output reg [N-1:0]q_o;
always@(posedge clk_i or posedge r_i)begin
	if(r_i) begin
		q_o <= 64'b0;
	end 
	else if (e_i) begin
		q_o <= data_i;
end
end
endmodule
==> /design/flow/run.sh <==
#!/bin/bash
# OpenROAD 26Q1-2900-gdf79404cd8, Yosys 0.63+post, stock flow scripts
make -C /OpenROAD-flow-scripts/flow DESIGN_CONFIG=/design/flow/config.mk WORK_HOME=/design/flow/orfs finish
==> /design/flow/config.mk <==
export PLATFORM = sky130hd
export DESIGN_NAME = reg_user
export DESIGN_NICKNAME = reg_user
export VERILOG_FILES = /design/flow/design.v
export SDC_FILE = /design/flow/constraint.sdc
export NUM_CORES = 4
export LEC_CHECK = 1
export CORE_UTILIZATION = 30
==> /design/flow/constraint.sdc <==
current_design reg_user

set clk_period 1.1
set clk_io_pct 0.2

create_clock -name clk0 -period $clk_period [get_ports {clk_i}]

set non_clock_inputs [all_inputs -no_clocks]
set_input_delay [expr $clk_period * $clk_io_pct] -clock clk0 $non_clock_inputs
set_output_delay [expr $clk_period * $clk_io_pct] -clock clk0 [all_outputs]
==> results.sh <==
# flow metrics
export IMPL_status="completed"
export IMPL_holdCritPathClass="input pin to register"
export IMPL_cts_buffer_depth=2
export IMPL_cp_slowest_cell="dfrtp_1"
export IMPL_top_register="q_o"
export IMPL_vias=1645
export IMPL_cts_htree_levels=3
export IMPL_antenna_found_initial=0
export IMPL_cts_tree="done"
export IMPL_synthCells=136
export IMPL_crit_type="register to output pin"
export IMPL_cts_sinks=64
export IMPL_finalSetupViolations=0
export IMPL_setup_ws_ns=0.0411
export IMPL_yosysWarnings=1
export IMPL_design_area_mm2=0.00405
export IMPL_worst_path_stages=1
export IMPL_setup_worst_path_start_class="register"
export IMPL_ioPinCount=131
export IMPL_warnings=26
export IMPL_die_width_um=96.6
export IMPL_grt_total_usage_pct=12.3
export IMPL_slew_headroom_pct=87.9
export IMPL_drv_slew=0
export IMPL_syn_to_final_growth_pct=51.1
export IMPL_wl_met3_um=583
export IMPL_dr_max_layer_used="met4"
export IMPL_irDropWorstVdd_mv=0.674
export IMPL_syn_area_per_cell_um2=19.7
export IMPL_grt_max_degree=33
export IMPL_insertedDiodeCount=0
export IMPL_p_leak_nw=1.97
export IMPL_top_area_cell="dfrtp_1"
export IMPL_cts_root_buf="clkbuf_8"
export IMPL_antenna_left=0
export IMPL_synth_flops=64
export IMPL_p_total_mw=5.78
export IMPL_fill_cells=806
export IMPL_place_gp_congestion=0.738
export IMPL_wl_met1_mm=2.63
export IMPL_drt_initial_drc_count=23
export IMPL_maxCapViolations=0
export IMPL_placedCellCount=374
export IMPL_place_hpwl_mm=4.00
export IMPL_fin_crit_sh_pct=96.3
export IMPL_port_buffers=130
export IMPL_hold_viol=0
export IMPL_ys_area_mm2=0.00268
export IMPL_yosys_cell_types_count=6
export IMPL_firstDrtPassIters=2
export IMPL_path_delay_family="flip-flops"
export IMPL_wl_per_cell_um=14.3
export IMPL_reg2regPathDepth=2
export IMPL_period_needed_ns=1.06
export IMPL_fp_util_pct=30.9
export IMPL_ys_cells=136
export IMPL_utilization_pct=46.7
export IMPL_endpoint_kind="output pin"
export IMPL_timing_critical_path_buf_inv=1
export IMPL_skew_ns=0
export IMPL_final_cell_count_no_fill=396
export IMPL_totalWireLength_mm=5.67
export IMPL_std_cell_rows=34
export IMPL_cp_max_fo=2
export IMPL_grt_pass1_vias=1613
export IMPL_ys_seq_share_pct=59.7
export IMPL_grt_pass1_wl_mm=8.40
export IMPL_dp_slack_ns=0.0276
export IMPL_hold_depth=2
export IMPL_clock_latency_ns=0.32
export IMPL_largest_reg_flops=64
export IMPL_crit_chain="buf_2"
export IMPL_layout_drive_gt1_share_pct=55.2
export IMPL_clk_pin_slew_ns=0.07
export IMPL_core_area_mm2=0.00868
export IMPL_die_height_um=96.6
export IMPL_arrival_ns=0.84
export IMPL_met2_wirelength_mm=2.39
export IMPL_drc=0
export IMPL_chipArea_mm2=0.00932
export IMPL_area_leaders="dfrtp_1, mux2_4, buf_12, mux2_2, buf_6"
export IMPL_clock_fmax_mhz=944
export IMPL_routed_via_density=4.15
export IMPL_max_stage_delay_ns=0.39
export IMPL_r2r_slack_ns=0.23
export IMPL_tightest_slew_ns=0.182
export IMPL_crit_required_ns=0.88
export IMPL_place_area_mm2=0.00412
export IMPL_powerDensity_mw_per_mm2=1430
export IMPL_syn_area_mm2=0.00268
export IMPL_rsz0062_at_grt="true"
export IMPL_hold_buffers=0
export IMPL_reg_largest_list="q_o x64"
export IMPL_grt_ovfl_total=0
export IMPL_top_cell_area_share_pct=59.7
export IMPL_cts_buffers=9
[metrics by stage]
step | TNS (ns) | hold WS, ns
final | 0 | 0.292
after global routing | -0.0208 | 0.295
after CTS | 0 | 0.273
after detailed placement | 0 | 0.492
after global placement | 0 | 0.492
after floorplan | 0 | 0.351
[metal layers]
| metal | up-vias | track usage (%) |
|---|---|---|
| met4 | 0 | 2.21 |
| met3 | 7 | 5.01 |
| met1 | 794 | 19.9 |
| met2 | 77 | 16.1 |
| met5 | - | 0 |
| li1 | 767 | - |
[power by group]
part           total, mW  internal (mW)  switching [mW]
registers           2.71           2.59           0.121
clock network       2.06           1.21           0.850
logic               1.01          0.760           0.250
[final cells by class]
class,count,area [um2],share of cell area [%]
Clock buffer,12,165,4.07
Clock inverter,3,40.0,0.988
Inverter,1,7.51,0.185
Multi-Input combinational cell,64,946,23.3
Sequential cell,64,1600,39.5
Tap cell,108,135,3.33
Timing Repair Buffer,144,1160,28.6
[cells in the mapped netlist]
cell type,count
buf_6,1
mux2_2,4
inv_1,1
buf_12,6
dfrtp_1,64
mux2_4,60
[final timing paths]
kind / startpoint / endpoint
max: q_o[47]$_DFFE_PP0P_ / q_o[47]
min in group asynchronous: r_i / q_o[7]$_DFFE_PP0P_
max in group asynchronous: r_i / q_o[3]$_DFFE_PP0P_
min reg2reg: q_o[2]$_DFFE_PP0P_ / q_o[2]$_DFFE_PP0P_
min: e_i / q_o[26]$_DFFE_PP0P_
max reg2reg: q_o[56]$_DFFE_PP0P_ / q_o[56]$_DFFE_PP0P_
[layout by cell type, fill, tap and decap left out]
cell type,Yosys,final
clkinv_2,0,2
buf_2,0,62
mux2_2,4,4
bufinv_16,0,1
clkinvlp_4,0,1
mux2_4,60,60
clkbuf_8,0,12
buf_12,6,6
buf_4,0,9
clkdlybuf4s50_1,0,65
clkbuf_2,0,2
dfrtp_1,64,64
[kinds of logic after synthesis]
family / count (synthesis) / synth area share [%]
buf+inv: 8 / 5.04
mux: 64 / 35.3
flops: 64 / 59.7
[timing repair]
item	in CTS	in global routing
buffers inserted	5	2
pin swaps	0	0
setup endpoints to repair	64	9
gates resized	192	2
