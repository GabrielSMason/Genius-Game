[design/flow/config.mk]
export PLATFORM = sky130hd
export DESIGN_NAME = reg_fpga
export DESIGN_NICKNAME = reg_fpga
export VERILOG_FILES = /design/flow/design.v
export SDC_FILE = /design/flow/constraint.sdc
export NUM_CORES = 4
export LEC_CHECK = 1
export CORE_UTILIZATION = 50
[design/flow/constraint.sdc]
current_design reg_fpga

set clk_period 1.0
set clk_io_pct 0.2

create_clock -name clk0 -period $clk_period [get_ports {clk_i}]

set non_clock_inputs [all_inputs -no_clocks]
set_input_delay [expr $clk_period * $clk_io_pct] -clock clk0 $non_clock_inputs
set_output_delay [expr $clk_period * $clk_io_pct] -clock clk0 [all_outputs]
[design/flow/run.sh]
#!/bin/bash
# OpenROAD 26Q1-2900-gdf79404cd8, Yosys 0.63+post, stock flow scripts
make -C /OpenROAD-flow-scripts/flow DESIGN_CONFIG=/design/flow/config.mk WORK_HOME=/design/flow/orfs finish
[design/flow/design.v]
module reg_fpga
(
	clk_i,
	r_i,
	e_i,
	data_i,
	q_o,
	q3_o
);
localparam N = 64;
localparam N1 = 4;
input wire clk_i,r_i,e_i;
input wire [N-1:0]data_i;
output reg [N-1:0]q_o;
output reg [N1-1:0]q3_o;
always@(posedge clk_i or posedge r_i) begin 
	if(r_i) begin
		q_o <= 64'b0;
		q3_o <= 4'b0;
	end 
	else if (e_i) begin
		q_o <= data_i;
		q3_o <= data_i[63:60];
	end
end 
endmodule
==> results.txt <==
run results: status complete, but fails checks, failing checks setup timing, Final Cycle Share 1.152, vias in the first global route 1831, Power, Total 6.993 mW, Finished Cell Area 4385 sq um, vias per cell 4.554, Data arrival, critical path 0.95 ns, Avg Cell Area, Syn 19.38 sq um, CP Class flip-flop to output port, Slowest cell on crit path dfrtp_1, IO Count 135, yosys stat cell total 140, antenna diode count 0, Largest stage delay, worst path 0.40 ns, core box area 5172 sq um, actual slew at the worst max-slew pin 0.1652 ns, die extent in y 75.66 um, CTS Buf Count 9, P_leak 2.196 nW, initial antenna violation count 0, Post-Place Worst Slack -0.06389 ns, CP startpoint kind flip-flop, final setup margin -0.1522 ns, Worst Hold Class input port to flip-flop, Period minus WS final 1.152 ns, # DRC 0, CTS tree done, sequential power share 0.428, chip area 5724 sq um, Worst Path Buf+Inv 2, max-cap viol count 0, placed inst area 4161 sq um, DRT iter0 DRCs 33, critical path data required time 0.80 ns, clk latency of the worst-skew pair 0.33 ns, sequential area share after synthesis 0.5904, IO buf count 134, first-pass GRT wire length 9453 um, CTS sink cnt 64, Post-Syn Area 2713 sq um, Sw Pwr 1.449 mW, share of layout cells above drive strength 1 0.6079, Mapped Cells 140, asr flop ratio synth 1.000, max_slew headroom 0.8898, RePlAce Congestion 0.7707, Tot GR Track Use 0.2402, CTS Buffer Depth 2, Clk pin slew, worst setup/hold paths 0.07 ns, fp util 0.5244, CP delay by family, top flip-flops, fillers 269, top post-synthesis cells by count dfrtp_1, mux2_4, buf_12, buf_4, mux2_2, area leader, netlist dfrtp_1, final-report setup violation count 72, YS warnings 1, EDFF count, synth 0, cell mode on critical path buf_6, Vias 1817, Placed Cells 347, CP cell instances buf_6 -> buf_6, Cell variety after synth 7, Final ANT Viol Nets 0, largest net degree at the start of global routing 26, Switching Share 0.2072, post-detail-place hpwl 3961 um, Root Driver clkbuf_8, Combinational Power Share 0.202, main flop type dfrtp_1, VDD IR max 1230 uV, Routed WL 6575 um, Post-CTS Hold Buffers 0, skew final 0 ns, synthesis-to-layout area growth 61.67%, global route total overflow 0, FP Rows 26, clock power share 0.370, Internal Power 5.544 mW, Tool Warnings 28, top cells by area dfrtp_1, mux2_4, buf_12, RSZ-0062 raised after global routing true, Highest Clock Rate 867.9 MHz, post-synth top area share 0.5904, post-DR wirelength/cell 16.48 um, chip width 75.66 um, Final Max Slew Viols 0, Crit. End Element output port, Pwr per Cell Area 1595 nW/um^2, Detailed Routing Iterations Pass 1 4, Layout Cells excl Fill 399, Max FO, Critical Path 2, count leader, synth dfrtp_1, final hold violation count 0, # H-tree levels 3, Chip Area, Yosys 2713 sq um, ys flops 64
==> sequential cells by signal, summed over array words and instances (netlist names) <==
name,count
q_o,60
q3_o,4
==> per-layer routing <==
| metal | vias to the layer above | track usage | wire (um) |
|---|---|---|---|
| met4 | 0 | 0.05144 | 140 |
| li1 | 849 | - | - |
| met3 | 12 | 0.08177 | 641 |
| met5 | - | 0 | 0 |
| met1 | 863 | 0.3552 | 2756 |
| met2 | 93 | 0.3681 | 3037 |
==> power by group through the flow <==
stage / clock, mW / combinational [mW] / sequential, mW
final: 2.59 / 1.41 / 2.99
after global routing: 2.73 / 1.53 / 3.02
after CTS: 2.66 / 1.33 / 2.99
==> final timing paths <==
check / start / end / slack [ns] / cells after the start
max reg2reg: q3_o[2] / q3_o[2] / -0.11 / 4
min in group asynchronous: r_i / q_o[39] / 0.31 / 3
min reg2reg: q_o[10] / q_o[10] / 0.51 / 1
max in group asynchronous: r_i / q_o[34] / 0.52 / 3
max: q3_o[2] / q_o[62] / -0.15 / 2
min: e_i / q_o[27] / 0.21 / 2
==> area by class of cell <==
type	count	area, sq um	area share
clock buffer	9	123.9	0.02825
multi-input combinational	64	945.9	0.2157
tap	70	87.58	0.01997
inverter	1	7.507	0.001712
clock inverter	7	110.1	0.02511
sequential	64	1602	0.3652
timing repair buffer	184	1509	0.3441
==> logic make-up (layout without fill, tap and decap cells) <==
| family | after synthesis | in the layout | synth area share |
|---|---|---|---|
| buf+inv | 12 | 201 | 0.06089 |
| mux | 64 | 64 | 0.3487 |
| flops | 64 | 64 | 0.5904 |
==> worst register-to-register path, stage by stage (launching register included) <==
cell	delay, ns
dfrtp_1	0.40
buf_6	0.12
buf_4	0.12
buf_6	0.10
mux2_4	0.25
==> stage by stage <==
stage / util / hold WS, ns / setup TNS [ns]
final: 0.8478 / 0.2099 / -2.508
after CTS: 0.8237 / 0.1951 / -3.562
after global placement: 0.8045 / 0.4897 / -0.4326
after global routing: 0.8478 / 0.2006 / -5.008
after detailed placement: 0.8045 / 0.4912 / -0.6720
after floorplan: - / 0.3313 / 0
==> timing repair <==
action	in CTS	in global routing
gates resized	213	9
endpoints found under the setup margin	68	74
buffers inserted	24	16
pin swaps	0	0
==> cell usage in the layout, fill, tap and decap left out, drive strengths merged <==
cell           count
dfrtp             64
clkdlybuf4s50     65
mux2              64
buf              119
clkinv             4
clkinvlp           1
bufinv             3
clkbuf             9
Power is estimated from default activity; no workload was simulated.
